==> design/flow/design.v <==
`timescale 1ns/10ps
module MAC (
    clock,
    reset,
    a,
    b,
    c,
    a_out,
    b_out,
    c_out,
    result,
    done
);
input                       clock, reset;
input           [  3:0 ]    a, b;
input           [  7:0 ]    c;
output reg      [  3:0 ]    a_out, b_out;
output reg      [  7:0 ]    c_out;
output reg      [  8:0 ]    result;
output reg                  done;
wire [8:0] result_comb;
assign result_comb = a * b + c;
always@(posedge clock or posedge reset)begin
    if(reset)begin
        a_out <= 'b0;
        b_out <= 'b0;
        c_out <= 'b0;
        result <= 'b0;
        done <= 'b0;
    end
    else begin
        result <= result_comb;
    end
end
endmodule
==> design/flow/run.sh <==
#!/bin/bash
# OpenROAD 26Q1-2900-gdf79404cd8, Yosys 0.63+post, stock flow scripts
make -C /OpenROAD-flow-scripts/flow DESIGN_CONFIG=/design/flow/config.mk WORK_HOME=/design/flow/orfs finish
==> design/flow/config.mk <==
export PLATFORM = sky130hd
export DESIGN_NAME = MAC
export DESIGN_NICKNAME = MAC
export VERILOG_FILES = /design/flow/design.v
export SDC_FILE = /design/flow/constraint.sdc
export NUM_CORES = 4
export LEC_CHECK = 1
export CORE_AREA = 10 10 93 93
export DIE_AREA = 0 0 103 103
==> design/flow/constraint.sdc <==
current_design MAC

set clk_period 1.0
set clk_io_pct 0.2

create_clock -name clk0 -period $clk_period [get_ports {clock}]

set non_clock_inputs [all_inputs -no_clocks]
set_input_delay [expr $clk_period * $clk_io_pct] -clock clk0 $non_clock_inputs
set_output_delay [expr $clk_period * $clk_io_pct] -clock clk0 [all_outputs]
==> changes_impl.md <==
## Implementation

* Result of the run: finished with violations
* Violated checks: negative setup slack
* Standard cell core area at 6760 um2
* Most common logic cells in the final layout: sky130_fd_sc_hd__inv_1 (17), sky130_fd_sc_hd__conb_1 (17), sky130_fd_sc_hd__buf_4 (13)
* Top flop regs: result (9)
* Most used cell along the critical path: sky130_fd_sc_hd__fa_1
* Dpl hpwl at 2.03 mm
* CP cell instances: buf_8 > nand2_4 > fa_1 > fa_2 > fa_1 > inv_2 > ha_4 > a21oi_2 > nor2_2 > a311oi_2 > a21oi_1 > xor2_1
* Number of fill cells at 729
* Time the final worst path needs with I/O delays and setup at 2.67 ns
* Total length of routed wires at 2.30 mm
* Largest reg by FF count: result
* First-pass GRT wire length at 3.80 mm
* Core Density at Floorplan at 15.8%
* Number of detailed-routing iterations run before antenna repair at 2
* Crit-path max FO at 3
* Area Growth Syn to Fin at 67.1%
* Bufs and invs on worst path at 2
* Residual DRC count at 0
* Post-cts hold-fix buffer tally at 0
* Flip-flop count of the largest register, all copies and words added at 9
* Die span in y at 103 um
* Sequential area share after synthesis at 21.1%
* Die Footprint at 10600 um2
* Overall die width at 103 um
* Footprint of the multi-input gates at 871 um2
* Top cell family by delay on the critical path: adder cells
* Global-route usage over all layers at 4.37%
* Utilization of the core after routing at 26.4%
* Dominant register cell: sky130_fd_sc_hd__dfrtp_1
* Iteration-0 DRC count of the detailed router at 15
* Async S/R FF share, synth at 100%
* Endpoint arrival time on the critical path at 2.77 ns
* Number of clock buffers inserted by TritonCTS at 3
* Maximum count of clock buffers along a single path at 2
* Hold crit path type: primary input to asynchronous set/reset pin
* Data required time at the worst endpoint at 1.10 ns
* Max-capacitance violation count at 0
* Cell count listed in synth_stat.txt at 113
* Number of distinct library cell variants in the gate-level netlist after synthesis at 18
* Number of flops mapped to enable cells by yosys at 0
* Classification of the worst setup path: primary input to flop
* Average cell area after synthesis at 9.43 um2
* Maximum level of the CTS H-tree at 1
* Critical path capture point type: flop
* Launching element type of the critical path: primary input
* Root Driver: sky130_fd_sc_hd__clkbuf_8
* Instance area at placement at 1550 um2
* Clock transition at path regs at 0.04 ns
* Number of global-route vias before repair at 847
* Ant diodes at 0
* Gr ovfl total at 0
* Final-report max-slew violation count at 0
* Final std cell area, no fill at 1780 um2
* Count of buffers from port buffering at 26
* Post-route clock period utilization at 267%
* Average routed wire per standard cell at 9.52 um
* Number of top-level pins at 44
* Pin count of the biggest net entering global routing at 10
* Final count of negative-setup-slack endpoints at 8
* Mapped Area at 1070 um2
* Highest clock frequency the design can meet at 0.374 GHz
* Post-placement setup slack at -2.48 ns
* Proportion of layout cells with a drive suffix above 1 at 40.1%
* Number of antenna violations at the first check in global routing at 0
* Final worst setup slack at -1.67 ns
* Vias per inst at 3.23
* Number of synthesized register bits at 9
* Final GP Congestion at 0.745
* Number of instances in the synthesized netlist at 113
* TritonCTS clock tree: built
* OpenROAD warning count at 28
* YS chip area at 1070 um2
* Row Count at 30
* Number of endpoints with negative hold slack in the final report at 0
* Worst-path cell with the longest stage delay: sky130_fd_sc_hd__fa_1
* Delay contributed by the slowest stage of the critical path at 0.55 ns
* Synth warn at 1
* Sinks on the clock net at 9
* Highest ir drop seen on vdd at 0.000436 V
* Power density of the placed cells at 1340 nW/um2
* Lkg Pwr at 0.862 nW
* Overall via count from detail_route at 782
* DRT antenna net count at 0
* Setup repair after global routing missed its margin: yes
* Area of all sequential standard cells at 225 um2
==> power by group <==
part | total [W] | switching [W] | internal (W)
Clock | 0.000394 | 0.000118 | 0.000276
Sequential | 0.000535 | 0.0000324 | 0.000503
Combinational | 0.00146 | 0.000551 | 0.000908
==> worst paths after layout <==
kind | depth (start not counted) | to | startpoint | slack, ns
max | 12 | result[8] | a[0] | -1.67
min | 2 | result[4] | reset | 0.24
max in group asynchronous | 2 | result[5] | reset | 0.51
min in group clk0 | 3 | result[0] | b[0] | 0.48
==> through the flow <==
step / cells / setup TNS, ns / hold slack, ns / power [W]
6_report: 242 / -10.30 / 0.240 / 0.00239
5_1_grt: 242 / -10.77 / 0.294 / 0.00260
4_1_cts: 240 / -10.61 / 0.248 / 0.00235
3_5_place_dp: 230 / -16.61 / 0.478 / 0.00180
3_3_place_gp: 230 / -16.48 / 0.473 / 0.00180
2_1_floorplan: 129 / -10.22 / 0.0279 / 0.00121
==> routing by layer <==
metal / part of all wire [%] / global-route usage, % / wire length [um]
met5: 0 / 0 / 0
met4: 0.65 / 0.642 / 15
met3: 10 / 1.62 / 234
met2: 41 / 6.58 / 944
met1: 48 / 5.97 / 1110
==> final cells by class <==
type	instances	share of cell area (%)
multi-input combinational	79	48.9
timing repair buffer	46	25.3
sequential	9	12.6
tap	80	5.62
inverter	24	5.06
clock buffer	4	2.53
==> cell usage after synthesis (2+ instances only) <==
library cell | n | area [um2]
sky130_fd_sc_hd__and2_1 | 9 | 56.3
sky130_fd_sc_hd__ha_1 | 17 | 213
sky130_fd_sc_hd__nand2_1 | 7 | 26.3
sky130_fd_sc_hd__xor2_1 | 2 | 17.5
sky130_fd_sc_hd__fa_1 | 9 | 180
sky130_fd_sc_hd__xnor2_1 | 4 | 35.0
sky130_fd_sc_hd__a21oi_2 | 2 | 17.5
sky130_fd_sc_hd__inv_1 | 24 | 90.1
sky130_fd_sc_hd__dfrtp_1 | 9 | 225
sky130_fd_sc_hd__nor2_1 | 4 | 15.0
sky130_fd_sc_hd__a21oi_1 | 3 | 15.0
sky130_fd_sc_hd__buf_4 | 17 | 128
==> repair_timing <==
item                                    4_1_cts  5_1_grt
endpoints found under the setup margin       18        9
buffers inserted                              6        2
gates resized                                72       17
pin swaps                                    18       20
==> cell families after synthesis <==
kind of cell,after synthesis,share of synthesized area (%)
buffers and inverters,41,20.4
adder cells (fa/ha/maj),26,36.9
AND/OR/NAND/NOR,21,9.74
AND-OR/OR-AND,9,6.57
flip-flops,9,21.1
XOR/XNOR,6,4.93
other,1,0.352
Power is estimated from default activity; no workload was simulated.
